==> ./design.v <==
`timescale 1ns / 1ps
module cache #(
    parameter INDEX_BITS = 8,
    parameter TAG_BITS = (32-INDEX_BITS)
)(
    input wire clk, input wire rst,
    input wire cpu_awvalid,
    output reg cpu_awready,  
    input wire [31:0] cpu_awaddr,
    input wire [2:0] cpu_awprot,  
    input wire cpu_wvalid,
    output reg cpu_wready,
    input wire [31:0]  cpu_wdata,
    input wire [3:0]  cpu_wstrb,  
    output reg cpu_bvalid,
    input wire cpu_bready,
    input wire cpu_arvalid,
    output reg cpu_arready,
    input wire [31:0] cpu_araddr,
    input wire [2:0] cpu_arprot, 
    output reg cpu_rvalid,
    input wire cpu_rready,
    output reg [31:0] cpu_rdata,
    output reg bram_awvalid,
    input wire bram_awready,
    output reg[31:0] bram_awaddr,
    output wire[2:0] bram_awprot,  
    output reg bram_wvalid,
    input wire bram_wready,
    output reg[31:0] bram_wdata,
    output wire[3:0] bram_wstrb,  
    input wire bram_bvalid,
    output reg bram_bready,
    output reg bram_arvalid,
    input wire bram_arready,
    output reg [31:0] bram_araddr,
    output wire [2:0] bram_arprot, 
    input wire bram_rvalid,
    output reg bram_rready,
    input wire [31:0] bram_rdata
    );
    localparam NUM_LINES=1<<INDEX_BITS;  
    localparam IDLE=  3'b000;
    localparam READ_MEM= 3'b001;
    localparam OVERWRITE= 3'b010;
    localparam EVICT = 3'b011;
    localparam EVICT_ACK = 3'b100;
    localparam REFILL = 3'b101;
    localparam REFILL_ACK=3'b110;
    localparam NONE = 2'b00;
    localparam READ = 2'b01;
    localparam WRITE = 2'b10;
    reg [31:0] cache_data [0:NUM_LINES-1];
    reg cache_dirty[0:NUM_LINES-1];
    reg [TAG_BITS-1:0] cache_tag [0:NUM_LINES-1];
    reg cache_valid [0:NUM_LINES-1];
    reg [INDEX_BITS-1:0] index;
    reg [TAG_BITS-1:0] tag;
    reg [31:0] latched_addr;  
    reg [31:0] latched_data;
    reg [1:0] req_type;  
    reg[2:0] state;
    assign bram_awprot = 0;
    assign bram_arprot= 0;
    assign bram_wstrb = 4'b1111;
    integer i=0;
    always @(posedge clk) begin
        if (rst) begin
            req_type <= NONE;
            cpu_awready <= 0;
            cpu_wready <= 0;
            cpu_bvalid <= 0;
            cpu_arready <= 0;
            cpu_rvalid <= 0;
            cpu_rdata <= 0;
            bram_awvalid <= 0;
            bram_wvalid <= 0;
            bram_bready <= 0;
            bram_arvalid <= 0;
            bram_rready <= 0;
            state <= IDLE;
            index <= 0;
            tag <= 0;
            bram_araddr <= 0;
            bram_awaddr <= 0;
            bram_wdata <= 0;
            latched_addr <= 0;
            latched_data <= 0;
            for (i = 0; i < NUM_LINES; i = i + 1) begin
                cache_valid[i] <= 0;
                cache_dirty[i] <= 0;
            end
        end
        else begin
            case(state)
                IDLE: begin
                    cpu_arready <= 1;
                    cpu_awready <= 1;
                    cpu_wready  <= 1;
                        if(cpu_arready && cpu_arvalid) begin  
                            req_type<=READ;
                            latched_addr<=cpu_araddr;
                            tag<=cpu_araddr[31: INDEX_BITS];  
                            index<=cpu_araddr[INDEX_BITS-1:0];
                            cpu_arready<=0;  
                            cpu_wready<=0;
                            cpu_awready<=0;
                            if(cache_valid[cpu_araddr[INDEX_BITS-1:0]] && cache_tag[cpu_araddr[INDEX_BITS-1:0]]==cpu_araddr[31: INDEX_BITS]) begin
                                state<=READ_MEM;  
                            end
                            else begin
                                if(cache_valid[cpu_araddr[INDEX_BITS-1:0]] && cache_dirty[cpu_araddr[INDEX_BITS-1:0]]) begin  
                                    state<=EVICT;
                                end else begin  
                                    state<=REFILL;
                                end
                            end
                        end
                    else if((cpu_awvalid && cpu_awready)&&(cpu_wready&&cpu_wvalid)) begin  
                        req_type<=WRITE;
                            latched_addr<=cpu_awaddr;
                                tag<=cpu_awaddr[31: INDEX_BITS];  
                                index<=cpu_awaddr[INDEX_BITS-1:0];
                            latched_data<=cpu_wdata;  
                            cpu_arready<=0;  
                            cpu_wready<=0;
                            cpu_awready<=0;
                            if(cache_valid[cpu_awaddr[INDEX_BITS-1:0]] && cache_tag[cpu_awaddr[INDEX_BITS-1:0]]==cpu_awaddr[31: INDEX_BITS]) begin
                                state<=OVERWRITE;
                            end
                            else begin
                                if(cache_valid[cpu_awaddr[INDEX_BITS-1:0]] && cache_dirty[cpu_awaddr[INDEX_BITS-1:0]]) begin  
                                    state<=EVICT;
                                end else begin  
                                    state<=OVERWRITE;  
                                end
                            end
                    end
                end
                READ_MEM: begin
                    cpu_rvalid<=1;
                    cpu_rdata<=cache_data[index];
                    if(cpu_rvalid && cpu_rready) begin 
                        cpu_rvalid<=0;
                        req_type<=NONE;
                        state<=IDLE;
                    end
                end
                OVERWRITE: begin
                    cpu_bvalid<=1;
                    cache_data[index]<=latched_data;
                    cache_tag[index]<=tag;
                    cache_valid[index]<=1;
                    cache_dirty[index]<=1;
                    if(cpu_bvalid && cpu_bready) begin
                        cpu_bvalid<=0;
                        req_type<=NONE;
                        state<=IDLE;
                    end
                end
                REFILL: begin
                    bram_arvalid<=1;
                    bram_araddr<=latched_addr;
                    if(bram_arvalid && bram_arready) begin
                        bram_arvalid<=0;
                        state<=REFILL_ACK;
                    end
                end
                REFILL_ACK: begin
                    bram_rready<=1;
                    if(bram_rready && bram_rvalid) begin
                        bram_rready<=0;
                        cache_data[index]<=bram_rdata;
                        cache_valid[index]<=1;
                        cache_dirty[index]<=0;
                        cache_tag[index]<=tag;
                        state<=READ_MEM;  
                    end
                end
                EVICT: begin
                    bram_awaddr<={cache_tag[index], index};
                    bram_awvalid<=1;
                    bram_wdata<=cache_data[index];
                    bram_wvalid<=1;
                    if((bram_awvalid&&bram_awready)&&(bram_wready&&bram_wvalid)) begin
                        bram_awvalid<=0;
                        bram_wvalid<=0;
                        bram_bready<=1;
                        cache_valid[index]<=0;  
                        state<=EVICT_ACK;
                    end
                end
                EVICT_ACK: begin
                    if(bram_bready&&bram_bvalid) begin
                        bram_bready<=0;
                        if(req_type==READ) begin
                            state<=REFILL;
                        end else begin
                            state<=OVERWRITE;
                        end
                    end
                end
            endcase
        end
    end
endmodule
==> ./run.sh <==
#!/bin/bash
# OpenROAD 26Q1-2900-gdf79404cd8, Yosys 0.63+post, stock flow scripts
make -C /OpenROAD-flow-scripts/flow DESIGN_CONFIG=/design/flow/config.mk WORK_HOME=/design/flow/orfs finish
==> ./config.mk <==
export PLATFORM = sky130hd
export DESIGN_NAME = cache
export DESIGN_NICKNAME = cache
export VERILOG_FILES = /design/flow/design.v
export SDC_FILE = /design/flow/constraint.sdc
export NUM_CORES = 4
export LEC_CHECK = 1
export CORE_UTILIZATION = 30
export SYNTH_MEMORY_MAX_BITS = 65536
==> ./constraint.sdc <==
current_design cache

set clk_period 141.5
set clk_io_pct 0.2

create_clock -name clk0 -period $clk_period [get_ports {clk}]

set non_clock_inputs [all_inputs -no_clocks]
set_input_delay [expr $clk_period * $clk_io_pct] -clock clk0 $non_clock_inputs
set_output_delay [expr $clk_period * $clk_io_pct] -clock clk0 [all_outputs]
==> impl_metrics.ini <==
; physical design summary
[outcome]
outcome = finished with violations
violations = max-capacitance violations, max-slew violations

[route]
drt-pass1-iter-count = 18
drt-total-wl_mm = 3030
drtIter0Drc = 32096
wl_per_cell_um = 45.8
drt-vias-per-instance = 5.86
vias = 387600
drc = 0
final_antenna_net_count = 0

[placement]
place_congestion = 1.05
dp_hpwl_mm = 2060
dp.cells = 62512
io_buffers = 277
dpl_cell_area_um2 = 735000

[floorplan]
dieArea_um2 = 2280000
fp_util_pct = 30.1
die_x_mm = 1.51
die_h_mm = 1.51
ios = 298
row_count = 553
core_area_um2 = 2270000

[logic_synthesis]
synth-main-ff-cell = edfxtp_1
ys_area_um2 = 682000
area_leaders = edfxtp_1, mux4_2, mux2i_1
synth_flops = 15063
most_common_cell = edfxtp_1
synth_cell_type_count = 88
synth_cells = 31925
top_area_cell = edfxtp_1
top_cells_by_count = edfxtp_1, mux4_2, clkbuf_1
top_area_share_pct = 65.4
synthArstFlopShare_pct = 0
ys_cells = 31925
synth_seq_share_pct = 66.0
synth_warnings = 1
syn_area_um2 = 682000
edf_count = 14848
postSynthAreaPerCell_um2 = 21.3

[global_routing]
grt_antenna_before_repair = 439
grt_pass1_wl_mm = 3960
grt_start_max_net_pins = 137
gr-total-overflow = 0
grt_pass1_vias = 418747
gr-usage-all-layers_pct = 28.4

[hold_path]
hold_start = latched_data[25]$_SDFFE_PP0P_
min_path_cells = 2
whs_endpoint = latched_data[25]$_SDFFE_PP0P_
hp-class = flop to flop

[clock_network]
cts-resized-gates = 0
cts_hold_buf = 0
h-tree-depth = 7
clk_pin_slew_ns = 0.06
cts.sinks = 15063
clock_path_buffers = 6
cts_setup_buffers = 0
cts_root_buf = clkbuf_16
cts_tree = done
numCtsBuffers = 1575
insertion_delay_ns = 1.48

[sta]
period_needed_ns = 36.18
worst_slew_pin_slew_ns = 1.68
setup_tns_ns = 0
rsz0062_at_grt = no
clock.fmax_mhz = 27.6
clock_skew_ns = 0.171
slew_headroom_pct = -12.5
period_used_pct = 25.6
finalSetupViolCount = 0
final_hold_viol_count = 0
maxSlewViolCount = 29

[pwr]
power.leakage_nw = 222
ir_worst_vdd_mv = 0.0117
power_density_nw_per_um2 = 12.7
power.total_mw = 10.0

[worst_setup_path]
crit_required_ns = 142.80
startpoint_type = input port
cp_cell_sequence = buf_16 -> buf_4 -> buf_4 -> buf_4 -> buf_4 -> buf_4 -> buf_4 -> buf_4 -> mux4_2 -> a221oi_1 -> nor4_1 -> a31oi_1 -> nor4_4 -> buf_8 -> buf_4 -> nand3_1 -> xnor2_1 -> nor4_2 -> nand4_1 -> o211ai_1 -> o311ai_1
crit_top_cell = buf_4
cp-end-kind = flop
crit_fanout = 34
crit_type = input port to flop
cp.arrival_ns = 37.48
worst-r2r-cell-count = 13
reg2reg_to = cpu_rdata[18]$_SDFFE_PP0P_
r2r_setup_slack_ns = 132.64
max_stage_delay_ns = 0.96
slowest_stage = nor4_4

[final_layout]
drive_gt1_share_pct = 38.8
fin_area_um2 = 788000
area_growth_pct = 15.6
finalNonFillerCells = 66156

[flow_run]
max-cap-violations = 5
log.warning_count = 73
stage by stage:
stage                     util [%]  hold WS, ns  worst slack, ns
after floorplan                  -        0.434           108.97
after CTS                     34.7        0.478           105.99
final                         34.8        0.478           105.32
after global placement        32.5        0.471           103.95
after global routing          34.7        0.499           105.59
after detailed placement      32.5        0.468           104.47
final cells by class:
cell class / count / area (um^2)
Fill cell: 205939 / 1480000
Sequential cell: 15063 / 450000
Multi-Input combinational cell: 14137 / 223000
Clock buffer: 1913 / 41300
Tap cell: 30247 / 37800
Timing Repair Buffer: 3050 / 24600
Clock inverter: 924 / 8840
Antenna cell: 803 / 2010
Inverter: 19 / 109
metal layers:
metal	vias up	track usage, %	part of all wire (%)
met5	-	13.1	1.1
met3	7389	29.1	23
met2	36635	36.6	41
li1	145571	-	-
met1	197471	25.5	26
met4	534	18.8	8.6
worst max-delay path by stage:
stage / from / slack [ns] / cells past startpoint / to
6_report: cpu_araddr[1] / 105.32 / 21 / state[6]$_DFF_P_
4_1_cts: cpu_araddr[1] / 105.99 / 21 / state[6]$_DFF_P_
5_1_grt: cpu_araddr[1] / 105.59 / 21 / state[6]$_DFF_P_
sequential cells by signal (all words and copies together), names as in the netlist, 24 cells and up, named ones only:
name	cells
cache_data	8192
cache_tag	6144
cache_dirty	256
cache_valid	256
bram_araddr	32
bram_awaddr	32
bram_wdata	32
cpu_rdata	32
latched_data	32
tag	24
where the power goes:
part           leakage, nW  switching, mW  total (mW)  internal [mW]
Clock                 24.5           1.80        4.15           2.35
Combinational         71.7          0.638       0.950          0.312
Sequential             126         0.0161        4.90           4.89
kinds of logic after synthesis:
| family | share of synthesized area [%] |
|---|---|
| AND-OR/OR-AND | 2.18 |
| multiplexers | 27.9 |
| XOR/XNOR | 0.0475 |
| buffers and inverters | 1.90 |
| flip-flops | 66.0 |
| other | 0.00110 |
| AND/OR/NAND/NOR | 1.87 |
layout by cell type (no fill, tap or decap), types with 259 or more instances in the layout:
cell type,Yosys,layout
edfxtp_1,14848,14848
nor2_4,0,279
a21oi_1,272,263
clkbuf_16,0,1603
clkinv_1,4,335
o22ai_1,266,263
clkinv_2,0,302
buf_4,176,2695
mux4_2,7864,7864
diode_2,0,803
nor2_1,625,331
o21ai_0,461,447
nor3_1,630,598
a22oi_1,464,462
mux2i_1,1155,1143
nand2_1,850,817
clkdlybuf4s50_1,0,259
clkbuf_1,1498,302
worst max-delay path, delay by kind of cell:
| family | cells | cell delay (ns) |
|---|---|---|
| and+or+nand+nor | 5 | 2.64 |
| buffers and inverters | 10 | 4.69 |
| AOI/OAI and AO/OA | 4 | 0.84 |
| xor gates and xnor gates | 1 | 0.34 |
| muxes | 1 | 0.35 |
No activity file was given, so power comes from the tool's default toggle rates.
